==> design.v <==
module merge_query
 #(parameter ITEM_LENGTH = 30, ITEM_COUNTER_SIZE = 12,  QUEUE_LEN = 30)
(
    input clk,
    input rst_n,
    input valid_in,
    input [ITEM_LENGTH-1:0] item_in,
    input [ITEM_COUNTER_SIZE-1:0] item_counter_in,
    input output_ready,
    output reg valid_out,
    output reg[ITEM_LENGTH-1:0] item_out,
    output reg[ITEM_COUNTER_SIZE-1:0] item_counter,
    output reg queue_full_signal,
    output reg queue_emtpy_signal,
    output wire[5:0] dbg_item_size
);
function integer clogb2 (input integer bit_depth);
begin
for(clogb2=0; bit_depth>0; clogb2=clogb2+1)
bit_depth = bit_depth>>1;
end
endfunction
localparam QUEUE_LEN_WIDTH = clogb2(QUEUE_LEN);
reg [ITEM_LENGTH-1:0] item_queue[QUEUE_LEN:0];
reg [ITEM_COUNTER_SIZE-1:0] item_counter_queue[QUEUE_LEN:0];
reg [QUEUE_LEN:0] item_valid_queue;
wire[QUEUE_LEN:0] match_flag_list;
wire [ITEM_LENGTH-1: 0] dbg_item_queue1;
assign dbg_item_queue1 = item_queue[0];
always@(posedge clk) begin
     item_queue[QUEUE_LEN] = 0;
     item_counter_queue[QUEUE_LEN] = 0;
     item_valid_queue[QUEUE_LEN] = 0;
end
assign match_flag_list[QUEUE_LEN] = 0;
wire has_match;
assign has_match = (match_flag_list != 0);
reg[QUEUE_LEN_WIDTH:0] item_size;
reg[QUEUE_LEN_WIDTH:0] new_item_size;
assign dbg_item_size = item_size;
genvar i;
generate
for (i = 0; i < QUEUE_LEN; i = i + 1) begin: match_flag_blk
    get_match_res #(.ITEM_LENGTH(ITEM_LENGTH)) 
        match_res_inst( .rst_n(rst_n), .item1(item_queue[i]), .item2( item_in ), .valid_flag(item_valid_queue[i]&valid_in), .match_flag( match_flag_list[i] ) );
end
endgenerate
always@(*) begin
    queue_emtpy_signal = (item_size == 0);
    queue_full_signal = (item_size == QUEUE_LEN - 2);
end
wire queue_increase;
assign queue_increase = (valid_in == 1 && !has_match);  
always@(posedge clk or negedge rst_n) begin
    if (rst_n == 0) begin
        item_size <= 0;
    end else if ( !queue_increase && output_ready == 1) begin
        if (item_size == 0) begin
            item_size <= 0;
        end else begin
            item_size <= item_size - 1;
        end
    end else if ( queue_increase && output_ready == 0) begin
        if (item_size == QUEUE_LEN) begin
            item_size <= QUEUE_LEN;
        end else begin
            item_size <= item_size + 1;
        end
    end else begin
        item_size <= item_size;
    end
end
generate
for (i = 0; i < QUEUE_LEN; i = i + 1) begin: item_queue_blk
    always@(posedge clk or negedge rst_n) begin
        if ( rst_n == 0 ) begin
            item_queue[i] <= 0;
            item_counter_queue[i] <= 0;
            item_valid_queue[i] <= 0;
        end else begin
            case({valid_in, output_ready})
            2'b00: begin
                item_queue[i] <= item_queue[i];
                item_counter_queue[i] <= item_counter_queue[i];
                item_valid_queue[i] <= item_valid_queue[i];
            end 
            2'b01: begin
                item_queue[i] <= item_queue[i+1];
                item_counter_queue[i] <= item_counter_queue[i+1];
                item_valid_queue[i] <= item_valid_queue[i+1];
            end 
            2'b10: begin
                if ( match_flag_list == 0 && i == item_size ) begin
                    item_queue[i] <= item_in;
                    item_counter_queue[i] <= item_counter_in;
                    item_valid_queue[i] <= 1;
                end else if ( match_flag_list == 0 && i != item_size) begin
                    item_queue[i] <= item_queue[i];
                    item_counter_queue[i] <= item_counter_queue[i];
                    item_valid_queue[i] <= item_valid_queue[i];
                end else if ( match_flag_list[i] == 1 ) begin
                    item_queue[i] <= item_queue[i];
                    item_counter_queue[i] <= item_counter_queue[i] + item_counter_in;
                    item_valid_queue[i] <= item_valid_queue[i];
                end else begin
                    item_queue[i] <= item_queue[i];
                    item_counter_queue[i] <= item_counter_queue[i];
                    item_valid_queue[i] <= item_valid_queue[i];
                end
            end 
            2'b11: begin
                if (match_flag_list == 0) begin
                    if ( (item_size != 0 && i == item_size-1) ) begin 
                        item_queue[i] <= item_in;
                        item_counter_queue[i] <= item_counter_in;
                        item_valid_queue[i] <= 1;
                    end else begin
                        item_queue[i] <= item_queue[i+1];
                        item_counter_queue[i] <= item_counter_queue[i+1];
                        item_valid_queue[i] <= item_valid_queue[i+1];
                    end
                end else begin
                    if ( match_flag_list[i+1] == 1 ) begin
                        item_queue[i] <= item_queue[i+1];
                        item_counter_queue[i] <= item_counter_queue[i+1] + 1;
                        item_valid_queue[i] <= item_valid_queue[i+1];
                    end else begin
                        item_queue[i] <= item_queue[i+1];
                        item_counter_queue[i] <= item_counter_queue[i+1];
                        item_valid_queue[i] <= item_valid_queue[i+1];
                    end
                end
            end
            default: begin
                item_queue[i] <= item_queue[i];
                item_counter_queue[i] <= item_counter_queue[i];
                item_valid_queue[i] <= item_valid_queue[i];
            end
            endcase
        end
    end
end
endgenerate
always@(posedge clk or negedge rst_n) begin
    if (rst_n == 0) begin
        valid_out <= 0;
        item_out <= 0;
        item_counter <= 0;
    end else if (output_ready == 1) begin
        if ( item_size == 0 && valid_in == 1 ) begin
            valid_out <= 1;
            item_out <= item_in;
            item_counter <= item_counter_in;
        end else if ( item_size > 0 ) begin    
            valid_out <= 1;
            item_out <= item_queue[0];
            if (match_flag_list[0] == 1) begin
                item_counter <= item_counter_queue[0] + item_counter_in;
            end else begin
                item_counter <= item_counter_queue[0];
            end
        end else begin
            valid_out <= 0;
            item_out <= 0;
            item_counter <= 0;
        end
    end else begin
        valid_out <= 0;
        item_out <= 0;
        item_counter <= 0;
    end
end
endmodule
module get_match_res
#(parameter ITEM_LENGTH = 30)
(
    input rst_n,
    input [ITEM_LENGTH-1:0] item1,
    input [ITEM_LENGTH-1:0] item2,
    input valid_flag,
    output reg match_flag
);
always@(*) begin
    if (rst_n == 0 || valid_flag == 0) begin
        match_flag = 0;
    end
    else if (item1 == item2) begin
        match_flag = 1;
    end
    else begin
        match_flag = 0;
    end
end
endmodule
==> run.sh <==
#!/bin/bash
# OpenROAD 26Q1-2900-gdf79404cd8, Yosys 0.63+post, stock flow scripts
make -C /OpenROAD-flow-scripts/flow DESIGN_CONFIG=/design/flow/config.mk WORK_HOME=/design/flow/orfs finish
==> config.mk <==
export PLATFORM = sky130hd
export DESIGN_NAME = merge_query
export DESIGN_NICKNAME = merge_query
export VERILOG_FILES = /design/flow/design.v
export SDC_FILE = /design/flow/constraint.sdc
export NUM_CORES = 4
export LEC_CHECK = 1
export CORE_UTILIZATION = 30
==> constraint.sdc <==
current_design merge_query

set clk_period 19.9
set clk_io_pct 0.2

create_clock -name clk0 -period $clk_period [get_ports {clk}]

set non_clock_inputs [all_inputs -no_clocks]
set_input_delay [expr $clk_period * $clk_io_pct] -clock clk0 $non_clock_inputs
set_output_delay [expr $clk_period * $clk_io_pct] -clock clk0 [all_outputs]
==> CHANGELOG.md <==
### Changed

* Type of origin of the critical path: input pin
* Distinct lib cells used at around 100
* CP Launch Point: valid_in
* Hold path cells at 2
* Log Warnings at 37
* Router iterations before antenna repair at 6
* Synth warnings at 6
* Vias per cell at roughly 5.7
* Hold Path Origin: item_queue[2][3]$_DFFE_PN0P_
* Max rail drop VDD at 0.07706 mV
* Sw Ratio at a little over two fifths
* Largest net degree at the start of global routing at about 130
* Status: finished clean
* Vias in the first global route at 93716
* Post-synth ARST share at roughly 100%
* Share of layout cells above drive strength 1 at under 10%
* Total number of H-tree levels at 4
* PD cells at around 120 nW/µm²
* R2r endpoint: item_queue[7][17]$_DFFE_PN0P_
* Logic area at 68280 µm²
* GP Congestion at approximately 1
* Fill count at ~36000
* Min-Delay Path Class: flop to flop
* Post-synth EDFFs at 0
* Synth Area per Inst at 8.478 µm²
* Area share of the leading cell type in the synthesized netlist at about a third
* Post-CTS Setup Inserts at 0
* Mapped cell area at between 100000 and 150000 µm²
* RSZ-0062 raised after global routing: no
* Reg2reg path depth at 15
* Storage cell area at between 30000 and 40000 µm²
* Grt ovf at 0
* Yosys Chip Area at between 100000 and 150000 µm²
* Leakage power at roughly 0.051 µW
* Sequential area share after synthesis at 31.47%
* Top cells by area: dfrtp_1, mux2i_1, xor2_1, o21ai_0, nand2_1
* Number of I/O pins at approximately 97
* Initial core utilization at a little under a third
* Total die area at 357300 µm²
* Most used cell, CP: buf_4
* Critical Path RT at ~21 ns
* Final hold vios at 0
* DP Wirelength at around 310000 µm
* First-pass GRT wire length at approximately 640000 µm
* Worst EP arrival at between 10 and 15 ns
* Setup violators final at 0
* PortBufs at ~96
* CP cell instances: buf_8, buf_4, buf_4, buf_4, nand3_1, nor4_1, nand3_1, or4_1, o2111ai_1, or4_4, or2_4, buf_12, buf_4, buf_4, o21ai_0, nand2_2, buf_4, mux2i_1, o21ai_0
* Antenna violations before repair at 25
* Hold Path Sink: item_queue[2][3]$_DFFE_PN0P_
* R2R Setup Slk at around 13 ns
* Core ar. at 353000 µm²
* Slew margin rel. at about 15%
* Setup TNS at 0 ns
* Die Y-Extent at 597.8 µm
* Int Power at 7951 µW
* Cts repair resizes at 0
* Clock Path Buffers at 4
* Worst skew pair latency at roughly 0.88 ns
* Hold_ws at between 0.5 and 0.6 ns
* CTS Sinks at roughly 1300
* Min cycle time layout at 10.66 ns
* Power share of the sequential group at 33.8%
* CTS Hold Bufs at 0
* Clock Skew at around 0.05 ns
* Routed WL at 431300 µm
* Width of the die at 597.8 µm
* Crit Path Class: input pin to flop
* # DRC at 0
* Post-layout period usage of the worst path at 53.58%
* DR vias at between 90000 and 100k
* Fmax at about 94 MHz
* Clock transition at path regs at about 0.060 ns
* Max Cap Viol at 0
* Leading area contributor after synthesis: dfrtp_1
* Synth flops at around 1300
* CTS tree: yes
* P_sw at ~6000 µW
* Slew @ Worst Pin at ~1.3 ns
* Ys cells at approximately 13000
* Total GRT Usage at between 20% and 30%
* Slowest cell on crit path: or4_1
* Row cnt at 218
* Crit-path max cell delay at between 0.6 and 0.7 ns
* Root Driver: clkbuf_16
* CP Capture Type: flop
* Synth Instances at approximately 13000
* Crit-path max FO at between 80 and 90
* Primary FF master, synth: dfrtp_1
* Post-route ant nets at 0
* Wire per inst at 25.24 µm
* Reg-to-Reg Start: item_queue[4][10]$_DFFE_PN0P_
* Number of DRC markers in iteration 0 at about 9000
* Cts bufs inserted at 165
* Clock network power share at 23.0%
* P&R area growth vs syn at 10.57%
* Final Slew Violations at 0
* Gate power share at between 40% and 50%
==> worst max-delay path: cells and delay by family <==
family / cells / cell delay (ns)
AND/OR/NAND/NOR: 7 / 2.27
AND-OR/OR-AND: 3 / 0.60
buffers and inverters: 8 / 4.01
multiplexers: 1 / 0.25
==> cell type report <==
class	count	area share, %
antenna	22	0.04676
clock buffer	246	4.160
clock inverter	39	0.5260
inverter	167	0.5451
multi-input combinational	10069	57.99
sequential	1339	28.46
tap	4730	5.026
timing repair buffer	476	3.249
==> routing by layer <==
metal,routed length [µm],global-route usage (%),vias to the layer above
li1,-,-,45113
met1,179600,33.43,47696
met2,180300,34.54,4272
met3,46460,8.450,927
met4,24840,11.19,20
met5,151,0,-
==> worst max path at each step <==
stage	to	slack, ns	cells past startpoint
after CTS	item_queue[24][12]$_DFFE_PN0P_	9.20	20
final	item_queue[14][21]$_DFFE_PN0P_	9.24	19
after global routing	item_queue[24][7]$_DFFE_PN0P_	8.56	20
==> synth_stat cells, drive strengths merged, types with 51 or more instances <==
| cell | number |
|---|---|
| a211oi | 88 |
| a21o | 116 |
| a21oi | 581 |
| a22o | 65 |
| a31oi | 233 |
| and2 | 51 |
| and3 | 124 |
| buf | 387 |
| clkbuf | 599 |
| dfrtp | 1339 |
| ha | 366 |
| inv | 166 |
| mux2 | 129 |
| mux2i | 1143 |
| nand2 | 1500 |
| nand3 | 315 |
| nand4 | 210 |
| nor2 | 746 |
| nor2b | 99 |
| nor3 | 302 |
| nor4 | 327 |
| o211ai | 102 |
| o21ai | 1331 |
| o22a | 51 |
| o22ai | 57 |
| or4 | 51 |
| xnor2 | 395 |
| xor2 | 840 |
==> power by group through the flow <==
stage,logic (µW),clock network [µW],registers (µW)
4_1_cts,5970,3260,4690
5_1_grt,6670,3340,4830
6_report,6060,3210,4730
==> registers in the layout, summed over array words and instances, names as in the netlist <==
name and cells:
item_queue 900, item_counter_queue 360, item_out 30, item_valid_queue 30, item_counter 12, item_size 6
valid_out 1
==> through the flow <==
| step | power [µW] | instances | util [%] | setup slack, ns | instance area, µm² |
|---|---|---|---|---|---|
| floorplan | 8701 | 12561 | - | 12.49 | 106500 |
| global placement | 10620 | 16781 | 31.78 | 8.401 | 112200 |
| detailed placement | 10650 | 16781 | 31.78 | 8.315 | 112200 |
| CTS | 13920 | 17066 | 33.34 | 9.203 | 117700 |
| global route | 14840 | 17077 | 33.35 | 8.559 | 117700 |
| finish | 14000 | 17088 | 33.36 | 9.237 | 117700 |
==> cell families after synthesis <==
logic type | Yosys count | synth area share [%]
AND/OR/NAND/NOR | 3910 | 17.34
AND-OR/OR-AND | 3256 | 19.02
flip-flops | 1339 | 31.47
multiplexers | 1272 | 12.11
XOR/XNOR | 1235 | 10.16
buffers and inverters | 1153 | 5.038
adder cells (fa/ha/maj) | 396 | 4.864
==> layout by cell type (no fill, tap or decap), types with 39 or more instances in the layout <==
cell,count
o22ai_1,57
xnor2_1,394
and2_1,48
o31ai_1,40
a22o_1,65
nand3_1,315
or3_1,43
a21oi_1,567
inv_1,161
a21o_1,115
nor3_1,280
ha_1,366
dfrtp_1,1339
nor4_1,324
buf_4,413
o22a_1,51
mux2i_1,1143
o221ai_1,39
and3_1,124
nand4_1,209
clkbuf_1,39
a31o_2,44
a211oi_1,87
nor2_1,733
o211ai_1,102
o21ai_0,1296
xor2_1,840
a221oi_1,43
clkdlybuf4s50_1,51
a22oi_1,42
a31oi_1,216
nand2_1,1483
or4_1,49
mux2_2,127
nor2b_1,96
clkbuf_16,169
Power figures rest on the tool's default switching activity, not on a simulated workload.
