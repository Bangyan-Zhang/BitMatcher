<file path="flow/design.v">
module rw_solve_1clk
 #(parameter DATA1_LEN = 12, DATA2_LEN = 12, QUEUE_LEN = 64, LOC_WIDTH = 6, OTHER_INFO = 30)
(
    input clk,
    input rst_n,
    input valid_insert,
    input [DATA1_LEN-1:0] data1,
    input [DATA2_LEN-1:0] data2,
    input [OTHER_INFO-1:0] other_info,
    input valid_delete,
    input [LOC_WIDTH-1:0] del_loc_in,
    output reg valid_out,
    output reg [DATA1_LEN-1:0] data1_out,
    output reg [DATA2_LEN-1:0] data2_out,
    output reg [OTHER_INFO-1:0] other_info_out,
    output reg insert_success,
    output reg [LOC_WIDTH-1:0] insert_loc
);
reg [LOC_WIDTH-1:0] empty_loc_queue[QUEUE_LEN-1:0];
reg [LOC_WIDTH-1:0] start_idx;
reg [LOC_WIDTH-1:0] end_idx;
reg [DATA1_LEN-1:0] data1_array[QUEUE_LEN-1:0];
reg [DATA2_LEN-1:0] data2_array[QUEUE_LEN-1:0]; 
reg [1:0] tag_array[QUEUE_LEN-1:0]; 
reg [LOC_WIDTH-1:0] last_loc;
reg [QUEUE_LEN-1:0] match_signal; 
localparam TAG_UNVALID = 2'b00;
localparam TAG_READY = 2'b01;
localparam TAG_VALID = 2'b11;
integer i;
genvar gen_i;
generate
    for (gen_i = 0; gen_i < QUEUE_LEN; gen_i = gen_i + 1) begin: match_module
        always @(*) begin
            match_signal[gen_i] = ( (data1_array[gen_i] == data1) || (data2_array[gen_i] == data2) ) && ( (tag_array[gen_i] == TAG_READY) || (tag_array[gen_i] == TAG_VALID) ) && ( gen_i != last_loc ) && ~(gen_i == del_loc_in && valid_delete) ;  
        end
    end
endgenerate
always @(posedge clk) begin
    if (rst_n == 0) begin
        for (i=0; i < QUEUE_LEN; i = i+1) begin
            empty_loc_queue[i] <= i;
        end
        start_idx <= 0;
        end_idx <= QUEUE_LEN-1;
        last_loc <= 0;
        for (i=0; i < QUEUE_LEN; i = i+1) begin
            data1_array[i] <= 0;
            data2_array[i] <= 0;
            tag_array[i] <= TAG_UNVALID;
        end
        valid_out <= 0; data1_out <= 0; data2_out <= 0; other_info_out <= 0;
        insert_success <= 0; insert_loc <= 0;
    end else begin
        if (valid_insert) begin
            valid_out <= 1;
            data1_out <= data1;
            data2_out <= data2;
            other_info_out <= other_info;
        end else begin
            valid_out <= 0; data1_out <= 0; data2_out <= 0; other_info_out <= 0;
        end
        if (valid_insert && (match_signal == 0) ) begin
            data1_array[last_loc] <= data1;
            data2_array[last_loc] <= data2;
            tag_array[last_loc] <= TAG_VALID;
            insert_success <= 1;
            insert_loc <= last_loc;
            start_idx <= start_idx + 1;
            last_loc <= empty_loc_queue[start_idx+1];
        end else begin
            insert_success <= 0;
            insert_loc <= 0;
            tag_array[last_loc] <= TAG_UNVALID;
        end
        if (valid_delete) begin
            data1_array[del_loc_in] <= 0;
            data2_array[del_loc_in] <= 0;
            tag_array[del_loc_in] <= TAG_UNVALID;
            end_idx <= end_idx + 1;
            empty_loc_queue[end_idx+1] <= del_loc_in;
        end
    end
end
endmodule
</file>
<file path="flow/run.sh">
#!/bin/bash
# OpenROAD 26Q1-2900-gdf79404cd8, Yosys 0.63+post, stock flow scripts
make -C /OpenROAD-flow-scripts/flow DESIGN_CONFIG=/design/flow/config.mk WORK_HOME=/design/flow/orfs finish
</file>
<file path="flow/config.mk">
export PLATFORM = sky130hd
export DESIGN_NAME = rw_solve_1clk
export DESIGN_NICKNAME = rw_solve_1clk
export VERILOG_FILES = /design/flow/design.v
export SDC_FILE = /design/flow/constraint.sdc
export NUM_CORES = 4
export LEC_CHECK = 1
export CORE_UTILIZATION = 50
</file>
<file path="flow/constraint.sdc">
current_design rw_solve_1clk

set clk_period 32.6
set clk_io_pct 0.2

create_clock -name clk0 -period $clk_period [get_ports {clk}]

set non_clock_inputs [all_inputs -no_clocks]
set_input_delay [expr $clk_period * $clk_io_pct] -clock clk0 $non_clock_inputs
set_output_delay [expr $clk_period * $clk_io_pct] -clock clk0 [all_outputs]
</file>
==> notes.md <==
run results: status complete, no violations, Tool Warnings 26, Peak Freq 79.68 MHz, via count of the routed design 77650, First DRT Iteration DRCs ~6400, die height 460.3 um, yosys cell count roughly 11000, die area 211900 um^2, worst endpoint required time between 30000 and 40000 ps, DR top layer met5, Slew @ Worst Pin roughly 1200 ps, RR Startpoint last_loc[5]$_SDFFE_PN0P_, cell-internal power between 0.004 and 0.005 W, Mapped Avg Cell Area between 9 and 10 um^2, synthesized area 105000 um^2, CP most frequent cell buf_4, Yosys cell types 56, Root Driver clkbuf_16, CP cell instances clkbuf_8 > buf_4 > buf_4 > xor2_1 > nor4_1 > nand3_1 > a221oi_1 > nor4_1 > nand4_1 > or3_4 > buf_4 > buf_4 > or3_1 > buf_4 > mux2i_1, MaxCap Viol Count 0, routed vias/inst 5.626, crit path time final around 13000 ps, setup total negative slack 0 ps, post-cts gate resize count 0, Max VDD drop 57.54 uV, sequential power share 0.459, clk latency of the worst-skew pair ~900 ps, Fin. Hold Viols 0, first-pass GRT wire length between 400000 and 500000 um, leakage power 42.59 nW, final setup fails 0, met2 routed WL approximately 130000 um, Psw 0.001493 W, leading area contributor after synthesis dfxtp_1, Post-synth ARST share 0, Die W between 400 and 500 um, drt drc 0, RSZ-0062 raised after global routing false, CP endpoint kind flip-flop, Commonest flop dfxtp_1, GP Congestion just over 0.9, post-layout util 0.5509, initial antenna violation count 10, Port-buffer cells 125, Max Clock Skew 46.35 ps, M1 wire length 132500 um, CTS Sinks around 2100, hold_buf cts 0, synth warn 1, Crit-path slowest cell a221oi_1, launch point of the worst path data1[10], area grow syn2layout 9.076%, CP max FO between 40 and 50, Setup CP Type input port to flip-flop, Gate Count Post-Synth about 11000, Power Dens Cells between 50 and 60 nW/um^2, io pins about 130, Cell Rows 167, GR Overflow Total 0, Final Cycle Share 0.3850, Clock Power Share 0.443, CTS max path bufs 3, number of nets with antenna violations after routing 0, TritonCTS clock tree built, cell with the most instances after synthesis nand2_1, HP Start last_loc[4]$_SDFFE_PN0P_, slew margin rel. 0.2037, layout cells sized above 1 0.08706, TritonCTS Buffers roughly 220, sequential fraction of the synthesis area 0.4301, Comb pwr share 0.098, total iterations of the first detailed-routing run 6, area share, top type 0.3203, H-tree lvl count 4, Routed wire per std cell between 20 and 25 um, Total GRT Usage 0.2897, top cells by count nand2_1 (2942), dfxtp_1 (1680), xor2_1 (1471), mux2i_1 (1379), clkbuf_1 (688), clk slew on worst S/H paths around 60 ps, met3 WL post-DR between 20000 and 25000 um, Final HPWL DP between 150000 and 200000 um, WL final around 300000 um, CP Launch Type input port, max incr delay on CP slightly above 1000 ps, Setup Fix Bufs, Post-CTS 0, vias in the first global route 73030, worst hold path type flip-flop to flip-flop, Flops after synth 2064, FP Util 0.5051, hold depth 2, Pins Over Slew Limit 0, Core Box Area between 200000 and 250000 um^2, r2r worst-path depth 13, largest net degree at the start of global routing ~90, Worst EP arrival 13310 ps, Sw Share 0.2593, Cell area leaders dfxtp_1 (32%), mux2i_1 (13%), xor2_1 (12%), yosys stat chip area ~110000 um^2, Post-synth EDFFs between 300 and 400
[kinds of logic after synthesis]
logic type                 after synthesis  synth area share
muxes                                 1505            0.1585
DFF                                   2064            0.4301
xor gates and xnor gates              1545            0.1289
and+or+nand+nor                       4295            0.1865
adders and majority gates                2         0.0002383
buffers and inverters                 1139           0.05545
AOI/OAI and AO/OA                      654           0.04045
[power by group through the flow]
stage	sequential, W	combinational (W)	clock [W]
final	0.00264	0.000563	0.00255
after CTS	0.00264	0.000560	0.00260
after global routing	0.00264	0.000604	0.00270
[worst max-delay path, delay by kind of cell]
| kind | cells | cell delay, ps |
|---|---|---|
| AND-OR/OR-AND | 1 | 1020 |
| XOR/XNOR | 1 | 130 |
| buffers and inverters | 6 | 3320 |
| multiplexers | 1 | 240 |
| AND/OR/NAND/NOR | 6 | 1900 |
[metrics by stage]
step	hold WS (ps)	std cells	worst slack (ps)	total power, W	cell area [um^2]
after floorplan	440.2	11200	23370	0.003080	105000
after global placement	448.1	13380	19390	0.003247	107100
after CTS	460.6	13790	20300	0.005800	114500
after global routing	478.1	13790	20070	0.005944	114500
after detailed placement	452.3	13380	19410	0.003256	107100
final	455.1	13800	20050	0.005757	114500
[worst paths after layout]
kind / slack [ps] / endpoint
min reg2reg: 460 / last_loc[4]$_SDFFE_PN0P_
max reg2reg: 26500 / data1_array[39][10]$_SDFFE_PP0P_
min: 460 / last_loc[4]$_SDFFE_PN0P_
max: 20050 / data1_array[39][10]$_SDFFE_PP0P_
[cell usage in the layout, fill, tap and decap left out, types with 7 or more instances in the layout]
cell type        count
nand2_1           2942
dfxtp_1           1679
xor2_1            1469
mux2i_1           1379
nor4_1             384
edfxtp_1           384
buf_4              363
clkbuf_16          225
nand4_1            196
o31ai_1            189
a21oi_1            180
nand3_1            167
mux4_2             126
nor3_1             123
or3_1              114
and2_1              99
clkdlybuf4s50_1     97
o21ai_0             93
o21a_1              93
nor2_1              90
xnor2_1             74
and3_1              71
clkbuf_8            70
a221oi_1            60
clkbuf_1            58
nor3_4              49
clkinv_2            33
inv_1               31
o21ai_1             22
clkinv_1            16
bufinv_16           12
diode_2             10
nand2b_1            10
nor3_2               8
nor4_4               7
[layer usage]
layer / vias to the layer above / track usage
li1: 37110 / -
met1: 37630 / 0.4370
met2: 2374 / 0.4255
met3: 519 / 0.07948
met4: 12 / 0.08073
met5: - / 0
[final cells by class]
cell class | count | area (um^2)
clock inverters | 79 | 887.1
diodes | 10 | 25.02
well taps | 2788 | 3488
flip-flops and latches | 2064 | 45170
inverters | 35 | 131.4
repair buffers | 494 | 4174
fillers | 17310 | 93360
clock buffers | 331 | 6502
multi-input cells | 8001 | 54170
[sequential cells by signal, summed over array words and instances (netlist names)]
name,flops
data1_array,768
data2_array,768
empty_loc_queue,384
tag_array,64
other_info_out,30
data1_out,12
data2_out,12
end_idx,6
insert_loc,6
last_loc,6
start_idx,6
insert_success,1
valid_out,1
Power and IR drop assume default switching activity.
